$ cat flow/design.v
`timescale 1ns/1ps
module ALU #(parameter N=32) (out, zero, inA, inB, op);
  output [N-1:0] out;
  output zero;
  input  [N-1:0] inA, inB;
  input    [3:0] op;
  assign out = 
			(op == 4'b0000) ?  inA & inB :
			(op == 4'b0001) ?  inA | inB :
			(op == 4'b0010) ?  inA + inB : 
			(op == 4'b0110) ? inA - inB : 
			(op == 4'b0111) ? ((inA < inB) ? 1 : 0) : 
			(op == 4'b1100) ? ~( inA | inB) :
			'bx;
  assign zero = (out == 0);  
endmodule
module RegFile (clock, reset, raA, raB, wa, wen, wd, rdA, rdB);
  input  clock, reset;
  input   [4:0] raA, raB, wa;
  input         wen;
  input  [31:0] wd;
  output [31:0] rdA, rdB;
  integer i;
  reg [31:0] data[31:0];
  wire [31:0] rdA =  data[raA];
  wire [31:0] rdB = data[raB];
  always @(negedge clock or negedge reset) begin
	if (reset == 1'b0)
	  for (i = 0; i < 32; i = i+1)
		data[i] <= 0; 
	else if (wen == 1'b1 && wa != 5'b0)   
	  data[wa] <= wd;
  end
endmodule
$ cat flow/run.sh
#!/bin/bash
# OpenROAD 26Q1-2900-gdf79404cd8, Yosys 0.63+post, stock flow scripts
make -C /OpenROAD-flow-scripts/flow DESIGN_CONFIG=/design/flow/config.mk WORK_HOME=/design/flow/orfs finish
$ cat flow/config.mk
export PLATFORM = sky130hd
export DESIGN_NAME = ALU
export DESIGN_NICKNAME = ALU
export VERILOG_FILES = /design/flow/design.v
export SDC_FILE = /design/flow/constraint.sdc
export NUM_CORES = 4
export LEC_CHECK = 1
export CORE_UTILIZATION = 30
$ cat flow/constraint.sdc
current_design ALU

set clk_period 25.9
set clk_io_pct 0.2

create_clock -name clk0 -period $clk_period

set non_clock_inputs [all_inputs -no_clocks]
set_input_delay [expr $clk_period * $clk_io_pct] -clock clk0 $non_clock_inputs
set_output_delay [expr $clk_period * $clk_io_pct] -clock clk0 [all_outputs]
==> GITHUB_STEP_SUMMARY <==
## PnR job results

| Metric | Value |
|---|---|
| Run status | `finished, final reports clean` |
| Width of the die | `approximately 140 microns` |
| Tool warnings | `about 96` |
| Maximum vdd drop | `about 7.6 uV` |
| Worst hold path stage count | `4` |
| Drt first pass iters | `8` |
| Starting density of the core | `0.307` |
| Final Cycle Share | `0.598` |
| Most common library cells after synthesis | `108 x inv_1, 96 x ha_1, 95 x a21oi_1` |
| Height of the die | `~140 microns` |
| Highest attainable clock frequency | `64.5 MHz` |
| Type of the worst setup path | `input port to output pin` |
| Finished Cell Area | `7140 sq um` |
| Core Rows | `a little over 50` |
| Kind of cell adding the most delay to the critical path | `AND-OR/OR-AND gates` |
| Max-Cap Viols | `0` |
| Initial antenna violation count | `0` |
| Critical-path maximum fanout | `5` |
| Count of final setup violators | `0` |
| Top-level port count | `approximately 100` |
| Number of DRC violations after detailed-routing iteration 0 | `roughly 700` |
| Yosys synthesis chip area | `between 5000 and 6000 sq um` |
| Ratio of cells with drive above 1 in the final layout | `0.0478` |
| Maximum number of pins on one net before global-route repair | `about 57` |
| Slowest cell on the critical path | `a2111oi_1` |
| Detailed-route wire length per cell | `about 20 microns` |
| HPWL after detailed placement | `approximately 19,000 microns` |
| Sequential cell area | `0 sq um` |
| CP required | `approximately 21 ns` |
| ANT nets after route | `0` |
| Count of warnings emitted by yosys | `0` |
| Library cell with the highest instance count after synthesis | `inv_1` |
| Accumulated negative setup slack | `0 ns` |
| Global-route total usage across every layer | `0.235` |
| Hold Violations, Final | `0` |
| Type of the most critical hold path | `input port to output pin` |
| Resize count post-CTS | `0` |
| Area growth from synthesis to layout | `19.3%` |
| Count of distinct cell types in the synthesized netlist | `approximately 90` |
| Portion of synthesized cell area occupied by the leading cell type | `0.201` |
| Area of the chip | `between 20,000 and 25,000 sq um` |
| Leakage power total | `3.03 nW` |
| Final Max Slew Viols | `0` |
| Ranking of synthesized cells by area | `ha_1 20%, a21oi_1 7.9%, inv_1 6.8%` |
| Endpoint class of the critical path | `output pin` |
| Synthesized area per cell | `6.59 sq um` |
| Hold-fix buffer count after cts | `0` |
| Post-CTS setup buffer count | `0` |
| Synthesized netlist cell count | `a little over 900` |
| Via count of the first global-routing pass | `around 6,400` |
| Slowest cell delay on critical path | `0.79 ns` |
| Core Region | `about 20,000 sq um` |
| Buffers and inverters on the worst path | `3` |
| Antenna cells | `0` |
| Part of the Yosys area used for sequential elements | `0` |
| Cell accounting for the most synthesized area | `ha_1` |
| Clock buffer count in the final layout | `0` |
| Crit path time final | `~16 ns` |
| Count of buffers from port buffering | `101` |
| Average via count per standard cell | `approximately 5.8` |
| Crit. path cell count | `16` |
| Fill cells | `approximately 2,200` |
| Critical path launch point type | `input port` |
| Total gr overflow | `0` |
| Wire length of the first global-routing pass | `roughly 37,000 microns` |
| Residual DRC | `0` |
| Sequential cell count of the final layout | `0` |
| Signal arrival time at the worst endpoint | `just over 10 ns` |
| Setup repair after global routing missed its margin | `false` |
| Worst slew pin tran | `approximately 0.92 ns` |
| Ratio of total power to cell area | `22.3 nW/um^2` |
| Synthesized cell area | `5990 sq um` |
| Final wirelength | `24,100 microns` |
| Total number of vias | `roughly 7,000` |
| Chain of cells forming the critical path | `clkdlybuf4s50_1 > ha_1 > inv_1 > fa_1 > nor2b_1 > o31ai_1 > o311ai_1 > a2111oi_1 > nor2_1 > xnor2_1 > a221oi_1 > nor2_1 > nor4_1 > nand4b_1 > nor4_2 > clkdlybuf4s50_1` |
| Normalized max-slew margin | `0.377` |
| Yosys cell count | `908` |
| Placed cell area | `7140 sq um` |
| Final weighted congestion in routability-driven placement | `1.02` |
## placed cells by master (no fill, tap or decap), types with 9 or more instances in the layout
cell             instances
inv_1                  108
clkdlybuf4s50_1        100
ha_1                    96
a21oi_1                 95
nor2_1                  69
nand2_1                 65
o21ai_0                 57
nor3_1                  20
a211oi_1                15
a21o_1                  15
nor4_1                  15
o31ai_1                 14
nand3_1                 14
xnor2_1                 14
o22ai_1                 14
o211ai_1                12
buf_4                   12
and3_1                  11
a31oi_1                 11
and2_1                   9
mux2i_1                  9
nor2b_1                  9
o21a_1                   9
## final timing paths
path | from | to | slack [ns]
min | op[0] | out[0] | 11.26
max | inB[0] | zero | 10.40
## cell families after synthesis
logic type | synth area share
AND-OR/OR-AND | 0.399
AND/OR/NAND/NOR | 0.239
buffers and inverters | 0.115
adder cells (fa/ha/maj) | 0.207
XOR/XNOR | 0.0219
multiplexers | 0.0169
## through the flow
stage | setup WS, ns | util | instances | hold slack, ns | power [mW]
6_report | 10.40 | 0.366 | 1228 | 11.26 | 0.159
3_5_place_dp | 10.51 | 0.366 | 1228 | 11.29 | 0.156
4_1_cts | 10.50 | 0.366 | 1228 | 11.29 | 0.157
2_1_floorplan | 12.73 | - | 908 | 10.60 | 0.0988
3_3_place_gp | 10.56 | 0.366 | 1228 | 11.28 | 0.157
5_1_grt | 10.24 | 0.366 | 1228 | 11.40 | 0.173
## per-layer routing
metal  vias up  routed length, microns  share of wire  GRT usage
met5         -                       0              0          0
met3        57                    2080          0.086     0.0277
met2       375                   10000           0.42      0.342
met1      3263                   11300           0.47      0.362
met4         0                     717          0.030     0.0616
li1       3456                       -              -          -
## final cells by class
class	instances	area, sq um	share of cell area
well taps	265	332	0.0464
inverters	108	405	0.0568
repair buffers	113	1100	0.153
multi-input cells	742	5310	0.743
## power by group
group / switching (mW) / internal [mW] / total (mW)
clock network: 0 / 0 / 0
registers: 0 / 0 / 0
logic: 0.0927 / 0.0666 / 0.159
Power and IR drop assume default switching activity.
